`./run.sh`:
```
#!/bin/bash
# OpenROAD 26Q1-2900-gdf79404cd8, Yosys 0.63+post, stock flow scripts
make -C /OpenROAD-flow-scripts/flow DESIGN_CONFIG=/design/flow/config.mk WORK_HOME=/design/flow/orfs finish
```
`./config.mk`:
```
export PLATFORM = sky130hd
export DESIGN_NAME = DSP
export DESIGN_NICKNAME = DSP
export VERILOG_FILES = /design/flow/design.v
export SDC_FILE = /design/flow/constraint.sdc
export NUM_CORES = 4
export LEC_CHECK = 1
export CORE_UTILIZATION = 40
```
`./constraint.sdc`:
```
current_design DSP

set clk_period 15.4
set clk_io_pct 0.2

create_clock -name clk0 -period $clk_period [get_ports {clk}]

set non_clock_inputs [all_inputs -no_clocks]
set_input_delay [expr $clk_period * $clk_io_pct] -clock clk0 $non_clock_inputs
set_output_delay [expr $clk_period * $clk_io_pct] -clock clk0 [all_outputs]
```
`./design.v`:
```
module DSP #(
    parameter A0REG = 0,
              A1REG = 1, 
              B0REG = 0,
              B1REG = 1,
              CREG = 1, 
              DREG = 1, 
              MREG = 1,
              PREG = 1, 
              CARRYINREG = 1, 
              CARRYOUTREG = 1, 
              OPMODEREG = 1,
              CARRYINSEL = "OPMODE5",
              B_INPUT = "DIRECT",
              RSTTYPE = "SYNC"
) (
    input [17:0] A, B, D, BCIN,
    input [47:0] C, PCIN,
    input [7:0] OPMODE,
    input clk, CARRYIN,
    input RSTA, RSTB, RSTM, RSTP, RSTC, RSTD, RSTCARRYIN, RSTOPMODE,
    input CEA, CEB, CEM, CEP, CEC, CED, CECARRYIN, CEOPMODE,
    output [17:0] BCOUT,
    output [47:0] PCOUT, P,
    output [35:0] M,
    output CARRYOUT, CARRYOUTF
);
wire [17:0] A0_mux, A1_mux, B0_mux, B1_mux, D_mux, B_IN, Pre_adder_mux;
wire [35:0] M_mux;
wire [47:0] C_mux;
wire [7:0] opmode_mux;
wire CYI_mux, Carry_in_Cascade;
reg [47:0] x_mux, z_mux;
wire [17:0] Pre_adder_out;
wire [35:0] mult_out;
wire [47:0] Post_adder_out;
wire CYO;
reg_mux #(18, A0REG, RSTTYPE)      A0reg (A, RSTA, CEA, clk, A0_mux);
reg_mux #(18, A1REG, RSTTYPE)      A1reg (A0_mux, RSTA, CEA, clk, A1_mux);
reg_mux #(18, B0REG, RSTTYPE)      B0reg (B_IN, RSTB, CEB, clk, B0_mux);
reg_mux #(18, B1REG, RSTTYPE)      B1reg (Pre_adder_mux, RSTB, CEB, clk, B1_mux);
reg_mux #(48, CREG, RSTTYPE)       Creg (C, RSTC, CEC, clk, C_mux);
reg_mux #(18, DREG, RSTTYPE)       Dreg (D, RSTD, CED, clk, D_mux);
reg_mux #(8, OPMODEREG, RSTTYPE)   OPMODEreg (OPMODE, RSTOPMODE, CEOPMODE, clk, opmode_mux);
reg_mux #(36, MREG, RSTTYPE)       Mreg (mult_out, RSTM, CEM, clk, M_mux);
reg_mux #(48, PREG, RSTTYPE)       Preg (Post_adder_out, RSTP, CEP, clk, P);
reg_mux #(1, CARRYINREG, RSTTYPE)  CYOreg (Carry_in_Cascade, RSTCARRYIN, CECARRYIN, clk, CYI_mux);
reg_mux #(1, CARRYOUTREG, RSTTYPE) CYIreg (CYO, RSTCARRYIN, CECARRYIN, clk, CARRYOUT);
assign B_IN = (B_INPUT == "DIRECT")? B : (B_INPUT == "CASCADE")? BCIN : 0 ;
assign Pre_adder_mux = (opmode_mux[4])? Pre_adder_out : B0_mux;
assign BCOUT = B1_mux;
assign M = M_mux;
assign PCOUT = P;
assign Carry_in_Cascade = (CARRYINSEL == "OPMODE5")? opmode_mux[5] : (CARRYINSEL == "CARRYIN")? CARRYIN : 0 ;
assign CARRYOUTF = CARRYOUT;
assign Pre_adder_out = (opmode_mux[6])? (D_mux - B0_mux) : (D_mux + B0_mux) ;
assign mult_out = A1_mux * B1_mux;
assign {CYO, Post_adder_out} = (opmode_mux[7])? (z_mux - (x_mux + CYI_mux)) : (z_mux + x_mux + CYI_mux) ;
always @(*) begin
    case (opmode_mux[1:0])
      0 : x_mux = 0;
      1 : x_mux = {{12{M_mux[35]}}, M_mux} ;
      2 : x_mux = P;    
      3 : x_mux = {D_mux[11:0], A1_mux[17:0], B1_mux[17:0]};
    endcase
    case (opmode_mux[3:2])
      0 : z_mux = 0;
      1 : z_mux = PCIN;
      2 : z_mux = P;    
      3 : z_mux = C_mux;
    endcase
end
endmodule
module reg_mux #(
    parameter DATA_WIDTH = 18,
              REG = 1,
              RSTTYPE = "SYNC"
) (
    input [DATA_WIDTH - 1 : 0] data, 
    input rst, CE, clk,
    output [DATA_WIDTH - 1 : 0] mux_out
);
reg [DATA_WIDTH - 1 : 0] Reg;
generate if (RSTTYPE == "ASYNC") begin 
    always @(posedge clk or posedge rst) begin
        if(rst) begin
            Reg <= 0;
        end 
        else if (CE) begin 
            Reg <= data;
        end
    end
end 
    else if (RSTTYPE == "SYNC") begin 
        always @(posedge clk) begin
            if(rst) begin
                Reg <= 0;
            end 
            else if (CE) begin 
                Reg <= data;
            end
        end
    end
endgenerate
assign mux_out = (REG)? Reg : data;
endmodule
```
==> impl_metrics.env <==
# yosys + openroad results
export IMPL_final_max_slew_viol_count=0
export IMPL_ioPinCount=346
export IMPL_period_used_pct=48.8
export IMPL_cts_buffers=17
export IMPL_die_w_um=266
export IMPL_dr_pass1_iters=5
export IMPL_synth_top_flop_cell="dfxtp_1"
export IMPL_p_per_area_nw_per_um2=71.5
export IMPL_tns_ns=0
export IMPL_synth_cell_types=86
export IMPL_area_growth_pct=15.8
export IMPL_power_mw=2.30
export IMPL_post_dp_hpwl_um=72700
export IMPL_gp_congestion=0.987
export IMPL_clkSinkCount=196
export IMPL_layout_cells_most_common="inv_1"
export IMPL_core_um2=68700
export IMPL_clk_pin_slew_ns=0.09
export IMPL_root_buffer="clkbuf_16"
export IMPL_logic_area_um2=21100
export IMPL_maxCapViolCount=0
export IMPL_worst_slack_ns=7.89
export IMPL_drt_vias_per_instance=5.32
export IMPL_drt_iter0_markers=1400
export IMPL_tool_warnings=91
export IMPL_drive_above_1_share_pct=5.84
export IMPL_fin_util_pct=46.9
export IMPL_final_hold_viol_count=0
export IMPL_setup_viol=0
export IMPL_dpl_worst_slack_ns=7.77
export IMPL_required_ns=15.85
export IMPL_synthesis_area_um2=27800
export IMPL_finClkSkew_ns=0.0181
export IMPL_grt_pass1_vias=23600
export IMPL_cts_tree="yes"
export IMPL_detail_route_wl_per_cell_um=20.5
export IMPL_overflow=0
export IMPL_crit_path_max_fanout=12
export IMPL_ys_cells=3408
export IMPL_synth_yosys_seq_area_share_pct=14.1
export IMPL_ys_warn_count=7
export IMPL_crit_type="reg -> reg"
export IMPL_flop_area_um2=3930
export IMPL_antenna_found_initial=6
export IMPL_syn_instance_count=3408
export IMPL_insertion_delay_ns=0.51
export IMPL_chipArea_um2=70700
export IMPL_vias=24000
export IMPL_critPathArrivalTime_ns=7.95
export IMPL_worst_pin_slew_ns=0.902
export IMPL_status="complete, no violations"
export IMPL_synth_edff_count=0
export IMPL_die_h_um=266
export IMPL_initCoreUtil_pct=40.5
export IMPL_drc=0
export IMPL_most_common_layout_cells="461 x inv_1, 321 x clkdlybuf4s50_1, 318 x nand2_1"
export IMPL_dp_cells=4479
export IMPL_fp_row_count=96
export IMPL_peakVddDrop_mv=0.0608
export IMPL_clk_path_buf_depth=2
export IMPL_grt_util_all_layers_pct=27.3
export IMPL_stdcell_count=4512
export IMPL_post_route_min_period_ns=7.51
export IMPL_ys_ff=196
export IMPL_drt_total_wl_um=92500
export IMPL_power_leakage_nw=15.2
export IMPL_syn_area_per_cell_um2=8.17
export IMPL_portBuffers=326
export IMPL_cts_setup_buffers=0
export IMPL_ctsResizeCount=0
export IMPL_cts_hold_buffers=0
export IMPL_ys_chip_area_um2=27800
export IMPL_fmax_mhz=133
export IMPL_critPathCaptureType="register"
export IMPL_hold_class="reg -> reg"
export IMPL_cts_htree_levels=4
export IMPL_cp_start_kind="register"
export IMPL_max_slew_margin_pct=39.8
export IMPL_grt_start_max_net_pins=60
export IMPL_rsz0062_at_grt="false"
export IMPL_async_flop_share_pct=0
export IMPL_grt_pass1_wl_um=142000
export IMPL_antenna_left=0
export IMPL_fillCellCount=6762
## metrics by stage
| step | instance area [um^2] | hold slack [ns] |
|---|---|---|
| finish | 32200 | 0.495 |
| global route | 32200 | 0.508 |
| CTS | 32200 | 0.497 |
| detailed placement | 31600 | 0.477 |
| global placement | 31600 | 0.466 |
| floorplan | 27800 | 0.426 |
## sequential cells by signal (all words and copies together), names as in the netlist
name	flops
Mreg.Reg	36
A1reg.Reg	18
OPMODEreg.Reg	8
CYIreg.Reg	1
CYOreg.Reg	1
Dreg.Reg	18
B1reg.Reg	18
Creg.Reg	48
Preg.Reg	48
## worst paths after layout
path,start,to,slack (ns),cells after the start
hold reg to reg,Creg.Reg[40],Creg.Reg[40],0.50,2
setup / recovery,B1reg.Reg[16],Mreg.Reg[32],7.89,21
setup reg to reg,B1reg.Reg[16],Mreg.Reg[32],7.89,21
hold / removal,Creg.Reg[40],Creg.Reg[40],0.50,2
## worst max-delay path, stage by stage, from the launching register on
cell and delay [ns]:
dfxtp_1 0.92, nand2_1 0.17, fa_1 0.52, fa_1 0.49
inv_1 0.05, fa_1 0.50, fa_1 0.44, fa_1 0.52
inv_1 0.05, fa_1 0.47, inv_1 0.04, ha_1 0.42
a21oi_1 0.17, o21ai_0 0.12, or3_1 0.32, o21ai_0 0.59
a21oi_1 0.34, a211oi_1 0.58, o2111ai_1 0.23, xnor2_1 0.16
nand2b_1 0.15, a21oi_1 0.16
## final cells by class
cell class	count	area share (%)
Timing Repair Buffer	382	11.4
Multi-Input combinational cell	2508	65.5
Tap cell	931	3.61
Inverter	462	5.38
Clock buffer	17	1.32
Clock inverter	15	0.648
Antenna cell	1	0.00776
Sequential cell	196	12.2
## metal layers
layer | vias to the layer above | global-route usage, % | part of all wire, %
met5 | - | 0 | 0.052
met4 | 8 | 4.86 | 2.2
met3 | 103 | 8.32 | 8.5
met2 | 779 | 42.0 | 45
met1 | 11600 | 39.0 | 45
li1 | 11600 | - | -
## cell usage after synthesis, types with 9 or more instances
cell,number,share of area (%)
inv_1,461,6.2
nand2_1,318,4.3
nor2_1,285,3.8
ha_1,267,12
fa_1,261,19
dfxtp_1,196,14
clkbuf_1,174,2.3
a21oi_1,173,3.1
and2_1,160,3.6
mux2i_1,143,5.1
o21ai_0,99,1.8
xnor2_1,96,3.0
mux2_2,84,3.4
a22o_1,75,2.4
a211oi_1,55,1.5
a21o_1,53,1.4
buf_4,49,1.3
xor2_1,38,1.2
nand3_1,34,0.61
nor2b_1,31,0.70
nor3_1,31,0.56
o21a_1,25,0.67
a22oi_1,24,0.65
nand2b_1,24,0.54
o21bai_1,23,0.62
a31oi_1,22,0.49
buf_1,19,0.26
and3_1,17,0.38
nand4_1,15,0.34
o211ai_1,14,0.38
or3_1,10,0.22
a221o_1,9,0.32
nor4_1,9,0.20
o31ai_1,9,0.24
## report_power, final
group / total, mW / switching (mW) / leakage, nW / internal (mW)
Sequential: 0.613 / 0.0620 / 1.62 / 0.551
Combinational: 1.19 / 0.664 / 13.2 / 0.524
Clock: 0.503 / 0.254 / 0.307 / 0.250
Total: 2.30 / 0.980 / 15.2 / 1.32
## logic make-up after synthesis
group           synth area share, %
compound gates                 15.9
flops                          14.1
buf+inv                        10.2
mux                            8.54
xor+xnor                       4.21
fa+ha+maj                      30.8
simple gates                   16.3
Power and IR drop assume default switching activity.
